<file path="/design/flow/config.mk">
export PLATFORM = sky130hd
export DESIGN_NAME = VGA_Driver640x480
export DESIGN_NICKNAME = VGA_Driver640x480
export VERILOG_FILES = /design/flow/design.v
export SDC_FILE = /design/flow/constraint.sdc
export NUM_CORES = 4
export LEC_CHECK = 1
export CORE_AREA = 10 10 79 79
export DIE_AREA = 0 0 89 89
</file>
<file path="/design/flow/constraint.sdc">
current_design VGA_Driver640x480

set clk_period 2.2
set clk_io_pct 0.2

create_clock -name clk0 -period $clk_period [get_ports {clk}]

set non_clock_inputs [all_inputs -no_clocks]
set_input_delay [expr $clk_period * $clk_io_pct] -clock clk0 $non_clock_inputs
set_output_delay [expr $clk_period * $clk_io_pct] -clock clk0 [all_outputs]
</file>
<file path="/design/flow/design.v">
module VGA_Driver640x480 (
	input rst,
	input clk, 				 
	input  [7:0] pixelIn, 	 
	output  [7:0] pixelOut,  
	output  Hsync_n,		 
	output  Vsync_n,		 
	output  [9:0] posX, 	 
	output  [8:0] posY 		 
);
localparam SCREEN_X = 640; 	 
localparam FRONT_PORCH_X =16;  
localparam SYNC_PULSE_X = 96;
localparam BACK_PORCH_X = 28;
localparam TOTAL_SCREEN_X = SCREEN_X+FRONT_PORCH_X+SYNC_PULSE_X+BACK_PORCH_X; 	 
localparam SCREEN_Y = 480; 	 
localparam FRONT_PORCH_Y =10;  
localparam SYNC_PULSE_Y = 2;
localparam BACK_PORCH_Y = 33;
localparam TOTAL_SCREEN_Y = SCREEN_Y+FRONT_PORCH_Y+SYNC_PULSE_Y+BACK_PORCH_Y; 	 
reg  [9:0] countX=SCREEN_X;  
reg  [8:0] countY=SCREEN_Y;  
assign posX    = countX;
assign posY    = countY;
assign pixelOut = (countX<SCREEN_X) ? (pixelIn ) : (8'b00000000) ;
assign Hsync_n = ~((countX>=SCREEN_X+FRONT_PORCH_X) && (countX<SCREEN_X+SYNC_PULSE_X+FRONT_PORCH_X)); 
assign Vsync_n = ~((countY>=SCREEN_Y+FRONT_PORCH_Y) && (countY<SCREEN_Y+FRONT_PORCH_Y+SYNC_PULSE_Y));
always @(posedge clk) begin
	if (rst) begin
		countX <= SCREEN_X;  
		countY <= SCREEN_Y;  
	end
	else begin 
		if (countX >= (TOTAL_SCREEN_X-1)) begin
			countX <= 0;
			if (countY >= (TOTAL_SCREEN_Y-1)) begin
				countY <= 0;
			end 
			else begin
				countY <= countY + 1;
			end
		end 
		else begin
			countX <= countX + 1;
			countY <= countY;
		end
	end
end
endmodule
</file>
<file path="/design/flow/run.sh">
#!/bin/bash
# OpenROAD 26Q1-2900-gdf79404cd8, Yosys 0.63+post, stock flow scripts
make -C /OpenROAD-flow-scripts/flow DESIGN_CONFIG=/design/flow/config.mk WORK_HOME=/design/flow/orfs finish
</file>
==> results.toml <==
# yosys + openroad results
[critical_path]
arrival_ns = 1.62
crit_path_end_kind = "output pin"
slowest_stage = "clkdlybuf4s50_1"
path_class = "reg2out"
crit_family = "buffers and inverters"
path_cells = "o21ai_1 > and2_1 > clkdlybuf4s50_1"
critPathMaxFanout = 8
required_ns = 1.76
crit_buf_inv = 1
cp-start-kind = "flip-flop"
max_stage_delay_ns = 0.46

[place]
dp_cells = 204
port_buffers = 38
dp_slack_ns = 0.219
gp_congestion = 0.733
dpl_cell_area_um2 = 1450
hpwlAfterDp_mm = 2.00

[global_route]
grtUsageTotal_pct = 6.46
overflow = 0
grt_pass1_wl_mm = 4.17
antenna_found_initial = 0
grt_pass1_vias = 888
grt_max_degree = 14

[synth]
top_cell = "dfxtp_1"
topCellsByArea = "dfxtp_1 (38%), xnor2_1 (6.2%), and2_1 (5.0%), ha_1 (5.0%), and3_1 (4.4%)"
yosys_warnings = 1
ys_area_um2 = 995
top_area_cell = "dfxtp_1"
synth-edff-count = 0
ys_ff = 19
async_flop_share_pct = 0
ys_cells = 111
yosys_most_used_dff = "dfxtp_1"
synth_area_um2 = 995
synth.distinct_cells = 31
top_cell_area_share_pct = 38.2
synth-seq-area-share_pct = 38.2
top_cells_by_count = "dfxtp_1 (19), nor2_1 (11), and2_1 (8), and3_1 (7), xnor2_1 (7)"
synthCells = 111
avgSynthCellArea_um2 = 8.96

[clocking]
cts_tree = "done"
htreeDepth = 1
cts_buffers = 3
cts_root_buffer = "clkbuf_8"
cts_hold_buffers = 0
clock_latency_ns = 0.25
clkSlewWorstSetupHoldPaths_ns = 0.07
clock_sinks = 19
clock_path_buffers = 2

[final_timing]
skew_ns = 0.000668
setup_slack_ns = 0.136
rsz0062_at_grt = "no"
hold_ws_ns = 0.491
min_period_ns = 2.06
tightest_slew_ns = 0.403
slew_headroom_pct = 73.1
finalClockPeriodUsage_pct = 93.8
finalSetupTns_ns = 0
finalHoldViolCount = 0
clock.fmax_mhz = 484
setup_viol = 0
slew_viol_final = 0

[power_and_ir_drop]
p_leak_nw = 0.594
p_per_area_nw_per_um2 = 416
p_total_mw = 0.635
vdd_drop_max_mv = 0.156

[routing]
drtIter0Drc = 30
totalWireLength_mm = 2.53
wl_per_cell_um = 12.0
drc_errors = 0
vias_per_cell = 4.24
ant_nets = 0
antenna_cells = 0
firstDrtPassIters = 4
num_vias = 894

[floorplan]
die_w_um = 89
fp_util_pct = 21.3
dieArea_um2 = 7920
die_y_um = 89
core_um2 = 4660
io_pins = 39
num_rows = 25

[run]
max_cap_viol_count = 0
openroad.warnings = 28

[finish]
drive_above_1_share_pct = 12.7
flow.area_growth_from_synthesis_pct = 53.6
fin_util_pct = 32.8
final_cells = 211
final_area_um2 = 1530

[worst_hold_path]
hold_path.class = "reg2reg"

[status]
status = "finished clean"
## report_power, final
group	internal (mW)	switching [mW]
sequential	0.346	0.00658
combinational	0.0295	0.0143
clock	0.129	0.110
## final timing paths
| path | startpoint | endpoint | slack, ns | depth (start not counted) |
|---|---|---|---|---|
| min | countX[0] | countX[0] | 0.49 | 1 |
| min reg2reg | countX[0] | countX[0] | 0.49 | 1 |
| max | countX[7] | pixelOut[4] | 0.14 | 3 |
| max reg2reg | countX[0] | countX[5] | 0.60 | 5 |
## worst register-to-register path, delay by kind of cell (launching register included)
| kind | cells | cell delay [ns] |
|---|---|---|
| adders and majority gates | 1 | 0.25 |
| DFF | 1 | 0.36 |
| and+or+nand+nor | 2 | 0.52 |
| AOI/OAI and AO/OA | 2 | 0.41 |
## kinds of logic (layout without fill, tap and decap cells)
family	after synthesis	in the layout	share of synthesized area [%]
AND/OR/NAND/NOR	52	52	30.3
flip-flops	19	19	38.2
AND-OR/OR-AND	15	15	10.6
XOR/XNOR	11	11	9.69
buffers and inverters	8	54	4.15
adder cells (fa/ha/maj)	4	4	5.03
multiplexers	2	2	2.01
## area by class of cell
class | instances | area, um2
clock buffer | 4 | 45.0
fill | 489 | 3130
inverter | 5 | 18.8
multi-input combinational | 84 | 573
sequential | 19 | 388
tap | 54 | 67.6
timing repair buffer | 45 | 435
## flip-flops by register name, summed over array words and instances (netlist names)
register,flops
countX,10
countY,9
## layer usage
| layer | vias up | track usage, % | part of all wire (%) |
|---|---|---|---|
| li1 | 470 | - | - |
| met1 | 395 | 8.31 | 46 |
| met2 | 27 | 11.0 | 45 |
| met3 | 2 | 1.38 | 7.6 |
| met4 | 0 | 1.30 | 1.5 |
| met5 | - | 0 | 0 |
## placed cells by master, fill, tap and decap left out, types with 2 or more instances in the layout
cell and count:
clkdlybuf4s50_1 37, mux2i_1 2, ha_1 4, o21ai_1 2, xnor2_1 7, clkbuf_8 3
o21bai_1 4, inv_1 5, nor2b_1 2, xor2_1 4, dfxtp_4 2, a211oi_1 4
and2_1 8, nand2_1 5, buf_4 7, nor2_1 11, nand4_1 3, and3_1 7
nor2_2 6, dfxtp_1 17, a21oi_1 2, nand3_1 4
## timing repair
item,CTS,global route
endpoints found under the setup margin,9,1
buffers inserted,3,0
gates resized,4,2
