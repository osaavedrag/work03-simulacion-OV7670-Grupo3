## /design/flow/run.sh

```bash
#!/bin/bash
# OpenROAD 26Q1-2900-gdf79404cd8, Yosys 0.63+post, stock flow scripts
make -C /OpenROAD-flow-scripts/flow DESIGN_CONFIG=/design/flow/config.mk WORK_HOME=/design/flow/orfs finish
```

## /design/flow/config.mk

```make
export PLATFORM = sky130hd
export DESIGN_NAME = cam_read
export DESIGN_NICKNAME = cam_read
export VERILOG_FILES = /design/flow/design.v
export SDC_FILE = /design/flow/constraint.sdc
export NUM_CORES = 4
export LEC_CHECK = 1
export CORE_UTILIZATION = 40
```

## /design/flow/constraint.sdc

```tcl
current_design cam_read

set clk_period 1.5
set clk_io_pct 0.2

create_clock -name clk0 -period $clk_period [get_ports {btnP}]
create_clock -name clk1 -period $clk_period [get_ports {pclk}]
create_clock -name clk2 -period $clk_period [get_ports {vsync}]

set non_clock_inputs [all_inputs -no_clocks]
set_input_delay [expr $clk_period * $clk_io_pct] -clock clk0 $non_clock_inputs
set_output_delay [expr $clk_period * $clk_io_pct] -clock clk0 [all_outputs]
```

## /design/flow/design.v

```verilog
`timescale 1ns / 1ps
module cam_read #(
		parameter AW = 15  
		)(
		input pclk,
		input rst,
		input vsync,
		input href,
		input [7:0] px_data,
		input btnP,
		output reg [AW-1:0] mem_px_addr = 0,
		output reg [7:0]  mem_px_data = 0,
		output reg px_wr = 0,
		output reg [7:0] Row,
		output reg [7:0] Pixel
   );
reg [0:0] vsync_old = 1;
reg [2:0] position = 0;
reg pic = 0;
reg [7:0] crow = 0;
reg [7:0] cpixel = 0;
always @ (posedge btnP) begin
	pic = pic + 1;
end
always @ (posedge vsync) begin
	Row = crow;
	Pixel = cpixel;
end
always @ (posedge pclk) begin
	case(position)
			0: begin 
					if (!pic) begin
						mem_px_addr = 15'b111111111111111;
						crow = 0;
						if (!vsync && vsync_old) position = 1;
					end
				end
			1: begin 
					if (vsync && !vsync_old) position = 0;
					if (href) begin
						crow = crow + 1;
						cpixel = 0;
						px_wr <= 0;
						mem_px_data[7] = px_data[7];
						mem_px_data[6] = px_data[6];
						mem_px_data[5] = px_data[5];
						mem_px_data[4] = px_data[2];
						mem_px_data[3] = px_data[1];
						mem_px_data[2] = px_data[0];
						position = 3;
					end
				end
			2: begin 
					px_wr <= 0;
					cpixel = cpixel + 1;
					mem_px_addr = mem_px_addr+1;
					mem_px_data[7] = px_data[7];
					mem_px_data[6] = px_data[6];
					mem_px_data[5] = px_data[5];
					mem_px_data[4] = px_data[2];
					mem_px_data[3] = px_data[1];
					mem_px_data[2] = px_data[0];
					position = 3;
				end
			3: begin 
					mem_px_data[1] = px_data[4];
					mem_px_data[0] = px_data[3];
					px_wr <= 1;
					if (href)	position = 2;
					else			position = 1;
				end
			default: begin
							px_wr <= 0;
						end
		endcase
		vsync_old = vsync;
end
endmodule
```

==> flow_summary.ini <==
; synthesis and place-and-route metrics
[run_status]
run_status = finished, violations left
violations = negative setup slack

[drt]
detailroute.via_count = 1956
detail_route.antenna_diodes = 0
vias_per_cell = 4.91
firstDrtPassIters = 6
final_antenna_net_count = 0
dr_wl_cell_um = 13.9
number_of_remaining_drc_errors = 0
routed_wirelength_um = 5520
detail_route.iter0.violations = 76

[yosys]
mappedNetlistArea_um2 = 2480
synth_sequential_area_ratio = 0.654
synth.distinct_cells = 33
netlist.top_cell.by_area = edfxtp_1
synthesis.area_per_instance_um2 = 12.9
ys_cells = 192
netlist.area_leader.share = 0.509
synth.area.top_cells = edfxtp_1, dfxtp_1, ha_1
synth_warn = 1
numSynthFlops = 60
area_figure_in_the_yosys_stat_output_um2 = 2480
synth_cells = 192

[setup_path]
end_kind = flip-flop
critPathArrivalTime_ps = 1800
r2r_start = position[0]
worst-endpoint-required_ps = 1520
cp_cell_sequence = inv_2 > buf_6 > ha_4 > buf_12 > clkinv_8 > buf_6 > mux2i_4 > buf_12
worstPathMaxFanout = 15
crit_start = position[0]
timing.reg2reg.setup_slack_ps = -280
critical_path.slowest_cell = edfxtp_1
critical_path.max_stage_delay_ps = 490
timing_worst_setup_path_type = flip-flop to flip-flop
timing.critical_path.from_type = flip-flop

[pwr]
pwr_density_cell_nw_per_um2 = 2080
vdd_ir_drop_max_v = 0.00123
total_leakage_power_nw = 1.61

[final_layout]
fillCellCount = 426
seq_area_um2 = 1620
layout_top_cell = edfxtp_1
logic_area_um2 = 1070
drive_above_1_share = 0.406
layout.cells.most_common_list = edfxtp_1, clkdlybuf4s50_1, buf_4
layout-area-overhead-vs-synth_pct = 70.0
stdcell_area_um2 = 4210

[floorplan]
die.size.x_um = 80.7
floorplan.core_util = 0.416
die_y_um = 80.7
chip_footprint_um2 = 6520
row_count = 28
design.core.area_um2 = 5960
design.portCount = 53

[run]
warning_count = 41
cap_violations = 0

[hold_path]
min-delay-start = vsync
timing.hold.worst.class = clock port to flip-flop

[sta]
grt_setup_unrepaired = true
fin_ws_ps = -282
skew_ps = 7.79
final-max-slew-violation-count = 0
hold-worst-slack_ps = 53.0
max-slew-margin-rel = 0.784
slew_at_the_pin_with_the_worst_max_slew_slack_ps = 321
final_hold_viol_count = 0
setup_viol_count_final = 56

[grt]
via_count_of_the_first_global_routing_pass = 1875
grt_remaining_overflow = 0
grt_antenna_before_repair = 0
global_route_wire_length_before_repair_um = 8500
largest_net_degree_at_the_start_of_global_routing = 16
globalRouteTotalUtil = 0.182

[cts]
clock_transition_at_the_registers_of_the_reported_paths_ps = 80
clock_tree_from_tritoncts = yes
hold_buffers = 0

[placement]
dpl-instance-area_um2 = 3360
port-buffer-count = 49
dp_hpwl_um = 3170
finalWeightedCongestion = 0.781
setup_ws_pre_cts_ps = -139
-- cell families after synthesis --
kind of cell / Yosys count / share of synthesized area
AND/OR/NAND/NOR: 75 / 0.165
flip-flops: 60 / 0.654
buffers and inverters: 10 / 0.0187
XOR/XNOR: 9 / 0.0318
AND-OR/OR-AND: 22 / 0.0540
adder cells (fa/ha/maj): 10 / 0.0505
multiplexers: 6 / 0.0262
-- critical path, delay by kind of cell (launching register included) --
kind	cells	cell delay (ps)
flops	1	490
fa+ha+maj	1	140
mux	1	160
buf+inv	6	720
-- registers in the layout (all words and copies together) (netlist names), named ones only --
register     cells
Pixel            8
Row              8
cpixel           8
crow             8
mem_px_addr     15
mem_px_data      8
pic              1
position         1
px_wr            1
vsync_old        1
-- timing repair --
item,CTS,global route
buffers inserted,29,8
setup endpoints to repair,58,69
pin swaps,5,6
hold endpoints to repair,0,0
gates cloned,2,0
resized,57,41
-- through the flow --
stage | utilization | cells | total power [mW] | TNS, ps
2_1_floorplan | - | 192 | 4.37 | -4110
3_3_place_gp | 0.565 | 344 | 5.85 | -2190
3_5_place_dp | 0.565 | 344 | 5.88 | -2610
4_1_cts | 0.678 | 394 | 8.38 | -7340
5_1_grt | 0.707 | 398 | 9.32 | -13800
6_report | 0.707 | 398 | 8.75 | -10900
-- synthesized netlist by cell type --
| cell type | n |
|---|---|
| edfxtp_1 | 42 |
| dfxtp_1 | 18 |
| nand2_1 | 18 |
| nand3_1 | 13 |
| nor2_1 | 11 |
| ha_1 | 10 |
| nand2b_1 | 8 |
| o21ai_0 | 7 |
| a21oi_1 | 6 |
| inv_1 | 6 |
| o31ai_1 | 6 |
| or4_1 | 6 |
| or3_1 | 5 |
| xor2_1 | 5 |
| xnor2_1 | 4 |
| and2_1 | 3 |
| mux2_2 | 3 |
| mux2i_1 | 2 |
| nand3_2 | 2 |
| nand4_1 | 2 |
| nor4_1 | 2 |
| nor4_2 | 2 |
| a222oi_1 | 1 |
| a22oi_1 | 1 |
| a31oi_1 | 1 |
| and3_1 | 1 |
| buf_1 | 1 |
| buf_2 | 1 |
| buf_6 | 1 |
| clkinv_1 | 1 |
| mux2_1 | 1 |
| nand2_2 | 1 |
| nor2b_1 | 1 |
-- per-layer routing --
| metal | global-route usage | routed length [um] |
|---|---|---|
| met1 | 0.317 | 2710 |
| met2 | 0.228 | 2420 |
| met3 | 0.0634 | 331 |
| met4 | 0.0482 | 58 |
| met5 | 0 | 0 |
-- worst paths after layout --
| path | end | cells past startpoint |
|---|---|---|
| worst max-delay path | mem_px_addr[11] | 8 |
| worst min-delay path | vsync_old | 3 |
| worst max register to register | mem_px_addr[11] | 8 |
| worst min register to register | Pixel[7] | 0 |
| max in group clk0 | mem_px_addr[0] | 3 |
| max in group clk2 | Row[2] | 0 |
| min in group clk2 | Pixel[7] | 0 |
| min in group clk0 | pic | 1 |
-- report_power, final --
group / internal, mW / switching (mW)
Sequential: 2.64 / 0.428
Combinational: 2.33 / 1.64
Clock: 1.00 / 0.713
-- area by class of cell --
class | count | share of cell area
sequential | 60 | 0.385
timing repair buffer | 111 | 0.267
multi-input combinational | 122 | 0.253
clock buffer | 19 | 0.0555
tap | 75 | 0.0223
inverter | 7 | 0.00980
clock inverter | 4 | 0.00683
Power is estimated from default activity; no workload was simulated.
