===== flow/design.v =====
`timescale 1ns / 1ps
module BCDtoSSeg (BCD, SSeg);
  input [3:0] BCD;
  output reg [6:0] SSeg;
always @ ( * ) begin
  case (BCD)
   4'b0000: SSeg = 7'b0000001;  
	4'b0001: SSeg = 7'b1001111;  
	4'b0010: SSeg = 7'b0010010;  
	4'b0011: SSeg = 7'b0000110;  
	4'b0100: SSeg = 7'b1001100;  
	4'b0101: SSeg = 7'b0100100;  
	4'b0110: SSeg = 7'b0100000;  
	4'b0111: SSeg = 7'b0001111;  
	4'b1000: SSeg = 7'b0000000;  
	4'b1001: SSeg = 7'b0000100;  
   4'ha: SSeg = 7'b0001000;  
   4'hb: SSeg = 7'b1100000;
   4'hc: SSeg = 7'b0110001;
   4'hd: SSeg = 7'b1000010;
   4'he: SSeg = 7'b0110000;
   4'hf: SSeg = 7'b0111000;
    default:
    SSeg = 0;
  endcase
end
endmodule

===== flow/run.sh =====
#!/bin/bash
# OpenROAD 26Q1-2900-gdf79404cd8, Yosys 0.63+post, stock flow scripts
make -C /OpenROAD-flow-scripts/flow DESIGN_CONFIG=/design/flow/config.mk WORK_HOME=/design/flow/orfs finish

===== flow/config.mk =====
export PLATFORM = sky130hd
export DESIGN_NAME = BCDtoSSeg
export DESIGN_NICKNAME = BCDtoSSeg
export VERILOG_FILES = /design/flow/design.v
export SDC_FILE = /design/flow/constraint.sdc
export NUM_CORES = 4
export LEC_CHECK = 1
export CORE_AREA = 10 10 70 70
export DIE_AREA = 0 0 80 80

===== flow/constraint.sdc =====
current_design BCDtoSSeg

set clk_period 1.4
set clk_io_pct 0.2

create_clock -name clk0 -period $clk_period

set non_clock_inputs [all_inputs -no_clocks]
set_input_delay [expr $clk_period * $clk_io_pct] -clock clk0 $non_clock_inputs
set_output_delay [expr $clk_period * $clk_io_pct] -clock clk0 [all_outputs]

==> GITHUB_STEP_SUMMARY <==
## Implementation flow summary

| Metric | Value |
|---|---|
| Fmax achieved | 645.3 MHz |
| Final setup violation count | 3 |
| Worst path arrival time | 1270 ps |
| Final min period | between 1500 and 2000 ps |
| Hold-fix buffers, CTS | 0 |
| Largest net degree at the start of global routing | 11 |
| Drt wl/cell | 9.660 um |
| Fin area | between 600 and 700 sq um |
| Flop count | 0 |
| Final wirelength | 995 um |
| Vias in the first global route | 346 |
| DR pass1 iterations | 2 |
| Die x size | 80 um |
| Dpl ws | -905.9 ps |
| Tool warning count | 40 |
| FP Util | 0.07875 |
| Final hold violation count | 0 |
| Unrepaired setup endpoints after global routing | yes |
| Total gr overflow | 0 |
| Layout cells sized above 1 | 0.7193 |
| GP Congestion | 0.7513 |
| Normalized max-slew margin | 0.8644 |
| Placed cell count | 96 |
| Drt drc | 0 |
| Cell area leaders | ha_1 33%, mux2i_1 22%, mux4_2 8.4%, nor2_1 7.0%, nand2b_1 4.7% |
| CP max FO | 5 |
| Critical path required time | ~1100 ps |
| Tot GR Track Use | 0.02705 |
| Chip height | 80 um |
| Placed wire-length estimate | 601.4 um |
| Cycle use final | 1.107 |
| Power Density | 272.0 nW/um^2 |
| Failing checks | setup timing |
| Post-synth seq share | 0 |
| Post-route setup TNS | -238.5 ps |
| Worst-margin pin slew | 197.8 ps |
| Post-DR vias/cell | 3.146 |
| Non-filler cells, final | 103 |
| Worst setup path class | in -> out |
| DP Area | 481.7 sq um |
| Post-synth top area cell | ha_1 |
| Final ANT Viol Nets | 0 |
| Synth Instances | 33 |
| First-pass GRT wire length | about 1500 um |
| Final Max Slew Viols | 0 |
| Post-synth design cell area | 269.0 sq um |
| Startpoint types | input pin |
| Ys cells | 33 |
| Critical Path Max Stage Delay | 450 ps |
| Clock buffers | 0 |
| Cells along the critical path | buf_8 > buf_6 > ha_2 > mux4_2 > buf_2 |
| CP Capture Type | primary output |
| # rows | 21 |
| Die area | 6400 sq um |
| # IOs | 11 |
| Status | finished, violations left |
| Min setup slack post-route | -149.8 ps |
| Maximum vdd drop | 50.68 uV |
| Flop area | 0 sq um |
| Initial DRC count | 3 |
| Max-Cap Viols | 0 |
| Syn. warnings | 1 |
| PortBufs | 11 |
| DR vias | 324 |
| Pleak | 0.2775 nW |
| Slowest cell on crit path | mux4_2 |
| Area leader share | 0.3256 |
| Hold Path Class | in -> out |
| Fill count | roughly 370 |
| Worst hold slack | 995.0 ps |
| Diode count | 0 |
| Yosys stat chip area | 269.0 sq um |
| Avg Cell Area, Syn | 8.152 sq um |
| Synth unique cells | 13 |
| Antenna violations before repair | 0 |
| Core box area | 3416 sq um |
| Area Growth Syn to Fin | 143.3% |
-- critical path: cells and delay by family --
kind | cells | cell delay, ps
adders and majority gates | 1 | 170
muxes | 1 | 450
buffers and inverters | 3 | 370
-- logic make-up after synthesis --
family / synth area share
muxes: 0.3070
AOI/OAI and AO/OA: 0.1395
and+or+nand+nor: 0.1302
adders and majority gates: 0.3256
buffers and inverters: 0.09766
-- per-stage QoR --
step           power [mW]  utilization
2_1_floorplan     0.05121            -
3_3_place_gp       0.1261       0.1410
3_5_place_dp       0.1274       0.1410
4_1_cts            0.1543       0.1777
5_1_grt            0.1963       0.1916
6_report           0.1780       0.1916
-- per-layer routing --
metal,global-route usage,part of all wire,vias to the layer above
met5,0,0,-
met4,0,0,0
met3,0.004545,0.060,0
met2,0.05136,0.52,8
met1,0.03243,0.42,151
li1,-,-,165
-- power breakdown --
group	internal (mW)	switching [mW]	total, mW
clock network	0	0	0
logic	0.105	0.0729	0.178
registers	0	0	0
total	0.105	0.0729	0.178
-- final timing paths --
| kind | start | endpoint | slack, ps | cells past startpoint |
|---|---|---|---|---|
| hold / removal | BCD[3] | SSeg[5] | 990 | 3 |
| setup / recovery | BCD[1] | SSeg[3] | -150 | 5 |
-- synthesized netlist by cell type --
| library cell | n |
|---|---|
| ha_1 | 7 |
| nand2_1 | 1 |
| a32o_1 | 1 |
| nor2_1 | 5 |
| mux2i_1 | 6 |
| o211ai_1 | 1 |
| buf_6 | 1 |
| a21oi_1 | 2 |
| mux4_2 | 1 |
| nand2b_1 | 2 |
| clkbuf_1 | 1 |
| o21ai_1 | 2 |
| inv_1 | 3 |
-- placed cells by master (no fill, tap or decap) --
cell type,synthesis,final
buf_4,0,8
clkdlybuf4s15_1,0,1
mux4_2,1,1
nand2_1,1,1
ha_4,0,4
inv_2,0,1
buf_6,1,5
o21ai_1,2,1
buf_2,0,8
buf_8,0,3
ha_2,0,2
o21ai_2,0,1
nor2_1,5,5
nand2b_1,2,1
clkbuf_16,0,1
mux2i_1,6,4
a32o_1,1,1
nand2b_4,0,1
ha_1,7,1
o211ai_1,1,1
a21oi_2,0,2
mux2i_4,0,2
inv_4,0,1
inv_6,0,1
-- what timing repair did --
item	in CTS	in global routing
setup endpoints to repair	7	5
gates resized	63	7
pin swaps	8	4
gates cloned	0	1
setup buffers	6	0
-- final cells by class --
type                       instances  area, sq um  area share
tap                               46        57.56     0.08795
inverter                           3        18.77     0.02868
timing repair buffer              26        236.5      0.3614
multi-input combinational         28        341.6      0.5220
Power figures rest on the tool's default switching activity, not on a simulated workload.
